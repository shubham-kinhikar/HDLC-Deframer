`flow/config.mk`:
```
export PLATFORM = sky130hd
export DESIGN_NAME = delineation
export DESIGN_NICKNAME = delineation
export VERILOG_FILES = /design/flow/design.v
export SDC_FILE = /design/flow/constraint.sdc
export NUM_CORES = 4
export LEC_CHECK = 1
export CORE_AREA = 10 10 70 70
export DIE_AREA = 0 0 80 80
export SYNTH_HDL_FRONTEND = slang
```
`flow/constraint.sdc`:
```
current_design delineation

set clk_period 1.3
set clk_io_pct 0.2

create_clock -name clk0 -period $clk_period [get_ports {clk}]

set non_clock_inputs [all_inputs -no_clocks]
set_input_delay [expr $clk_period * $clk_io_pct] -clock clk0 $non_clock_inputs
set_output_delay [expr $clk_period * $clk_io_pct] -clock clk0 [all_outputs]
```
`flow/design.v`:
```
module delineation (input clk,rst,[7:0]data_fr, output reg
sop_delin,eop_delin,start, output reg [7:0]data_delin);
always @ (posedge clk)
begin
if(rst)
begin
sop_delin<=1'b0;
eop_delin<=1'b0;
data_delin<=1'b0;
start<=1'b0;
end
else
begin
if((data_fr!==8'h7e)&&(start==0))
begin
sop_delin<=1'b1;
eop_delin<=1'b0;
start<=1'b1;
data_delin<=data_fr;
end
else if((data_fr!==8'h7e)&&(start==1))
begin
sop_delin<=1'b0;
data_delin<=data_fr;
end
else if((data_fr==8'h7e)&&(start==1))
begin
eop_delin<=1'b1;
data_delin<=data_fr;
start<=1'b0;
end
else if((data_fr==8'h7e)&&(start==0))
begin
eop_delin<=1'b0;
end
end
end
endmodule
```
`flow/run.sh`:
```
#!/bin/bash
# OpenROAD 26Q1-2900-gdf79404cd8, Yosys 0.63+post, stock flow scripts
make -C /OpenROAD-flow-scripts/flow DESIGN_CONFIG=/design/flow/config.mk WORK_HOME=/design/flow/orfs finish
```
==> results.txt <==
fresh numbers from the pnr run: critical path class=primary input to flop, die area=6400 um2, YS chip area=437 um2, total wire length=1240 um, Worst Clk Skew=6.79 ps, vias in the first global route=407, Buffers on Ports=20, leak pwr=0.382 nW, std cell rows=21, TNS Setup=0 ps, core area=3420 um2, Final Cell Area=773 um2, status=completed, Final Hold Viols=0, RSZ-0062 raised after global routing=no, critical path peak fanout=2, largest net degree at the start of global routing=7, Post-route DRC=0, worst hold path type=primary input to flop, Cell Area, Placed=742 um2, Dominant cell area share=50.4%, Gate Count Post-Synth=39, Req. time, crit path=1450 ps, DR vias=392, Hold Buf Count CTS=0, drt first pass iters=3, tool warning count=26, initial antenna violation count=0, total clock buffers created by CTS=3, DR WL/cell=10.7 um, distinct cell type count after synthesis=13, Max Root-Sink Buffers=2, Reg clk slew, reported paths=70 ps, power per standard cell area=959 nW/um2, first-pass GRT wire length=2060 um, clk latency late pin=260 ps, Fmax achieved=780 MHz, count of final setup violators=0, share of layout cells above drive strength 1=38.6%, Post-Layout Cell Count=116, Critical Path AT=1440 ps, Critical Path Sink Type=flop, Pins Over Slew Limit=0, CTS tree=done, All-Layer GR Usage=4.02%, dpl hpwl=1020 um, Slew Limit Headroom=84.0%, worst slew pin tran=240 ps, DIE WIDTH=80 um, starting density of the core=12.8%, clock sinks=11, crit path time final=1280 ps, DR vias/cell=3.38, Yosys Instances=39, Mean Syn Cell Area=11.2 um2, Routed Antenna Nets=0, Synth Warn #=0, Post-synth regs=11, Die Span Y=80 um, Area Overhead vs Synth=77.1%, dominant cell type by area after synthesis=dfxtp_1, GP Congestion=0.715, Mapped Area=437 um2, IO Pins=21, initial drt markers=10, H-tree depth=1, Filler cells=396, Max Cap Violations=0, Cells after DPL=111, CTS Root Cell=clkbuf_4, Startpoint Class=primary input, Max IR drop VDD=0.372 mV, Synth area leaders=dfxtp_1 (50%), o211a_1 (14%), ha_1 (5.7%), number of diodes=0, total grt overflow=0, post-synthesis sequential area ratio=50.4%, period utilization=98.6%
[report_power, final]
group,internal [mW],switching (mW)
clock,0.119,0.114
combinational,0.0821,0.0541
sequential,0.363,0.0104
total,0.563,0.178
[registers in the layout, summed over array words and instances (netlist names)]
signal and count:
eop_delin 1, data_delin 8, start 1, sop_delin 1
[synthesized netlist by cell type (all sizes together)]
| master | count |
|---|---|
| o211a | 6 |
| nand3 | 2 |
| dfxtp | 11 |
| a21oi | 1 |
| and4bb | 1 |
| inv | 3 |
| nor2 | 5 |
| and4 | 1 |
| a41oi | 2 |
| ha | 2 |
| mux2i | 2 |
| nand2 | 3 |
[metrics by stage]
stage	total power [mW]	hold WS [ps]	utilization [%]	worst slack, ps
global placement	0.526	451	21.7	-401
detailed placement	0.526	457	21.7	-430
floorplan	0.424	332	-	0.595
global route	0.806	362	22.6	4.14
CTS	0.755	354	22.5	36.5
finish	0.742	354	22.6	18.3
[final timing paths]
path         startpoint             to  slack [ps]  depth (start not counted)
max          data_fr[7]          start          20                          6
min reg2reg   eop_delin      eop_delin         460                          2
min          data_fr[7]  data_delin[7]         350                          3
max reg2reg       start          start         140                          5
[per-layer routing]
metal,vias up,wire (um),track usage (%)
li1,206,-,-
met1,176,583,5.17
met2,10,544,5.86
met3,0,112,2.39
met4,0,0,0.352
met5,-,0,0
[repair_timing]
action,CTS,global route
resized,31,2
setup endpoints to repair,20,1
buffers inserted,1,0
pin swaps,2,2
hold endpoints to repair,0,0
[cell usage in the layout (no fill, tap or decap), drive strengths merged]
cell type	synthesis	routed
a41oi	2	2
a21oi	1	1
nand3	2	2
and4bb	1	1
inv	3	3
nor2	5	5
buf	0	7
clkbuf	0	4
dlygate4sd2	0	19
ha	2	2
and4	1	1
o211a	6	6
mux2i	2	2
dfxtp	11	11
clkdlybuf4s50	0	1
nand2	3	3
[cell families after synthesis]
family | count (synthesis) | synth area share [%]
and+or+nand+nor | 12 | 17.8
muxes | 2 | 4.58
buffers and inverters | 3 | 2.58
adders and majority gates | 2 | 5.73
DFF | 11 | 50.4
AOI/OAI and AO/OA | 9 | 18.9
[critical path, stage by stage]
cell	delay, ps
dlygate4sd2_1	240
and4bb_4	330
nand2_2	70
ha_2	310
mux2i_1	170
nor2_1	50
[cell type report]
cell class	count	area, um2	share of cell area (%)
repair buffers	27	229	29.6
multi-input cells	25	215	27.8
inverters	3	11.3	1.46
well taps	46	57.6	7.44
flip-flops and latches	11	234	30.3
clock buffers	4	26.3	3.40
No activity file was given, so power comes from the tool's default toggle rates.
