==> design.v <==
module crc(
input clk,rst,
input [7:0] data_des,            
input sop_des,                   
input eop_des,                   
output reg [7:0] data_out,        
output reg sop_out,               
output reg eop_out,               
output reg error);
    reg data_trans=0;            
    reg [15:0] crc;             
    reg [1:0] crc_push=0;            
    reg [3:0]counter;
    always@(posedge clk)
    begin
        if(rst)
            crc<=16'hffff;
        else if(sop_des==1 || counter >=0)
        begin
            crc[0]<=crc[12]^data_des[4]^crc[8]^data_des[0];
            crc[1]<=crc[13]^data_des[5]^crc[9]^data_des[1];
            crc[2]<=crc[14]^data_des[6]^crc[10]^data_des[2];
            crc[3]<=crc[15]^data_des[7]^crc[11]^data_des[3];
            crc[4]<=crc[12]^data_des[4];
            crc[5]<=crc[12]^data_des[4]^crc[8]^data_des[0]^crc[13]^data_des[5];
            crc[6]<=crc[13]^data_des[5]^crc[9]^data_des[1]^crc[14]^data_des[6];
            crc[7]<=crc[14]^data_des[6]^crc[10]^data_des[2]^crc[15]^data_des[7];
            crc[8]<=crc[15]^data_des[7]^crc[11]^data_des[3]^crc[0];
            crc[9]<=crc[12]^data_des[4]^crc[1];
            crc[10]<=crc[13]^data_des[5]^crc[2];
            crc[11]<=crc[14]^data_des[6]^crc[3];
            crc[12]<=crc[12]^data_des[4]^crc[8]^data_des[0]^crc[15]^data_des[7]^crc[4];
            crc[13]<=crc[13]^data_des[5]^crc[9]^data_des[1]^crc[5];
            crc[14]<=crc[14]^data_des[6]^crc[10]^data_des[2]^crc[6];
            crc[15]<=crc[15]^data_des[7]^crc[11]^data_des[3]^crc[7];
        end
        else
            crc<=crc;
    end
    always@(posedge clk)
    begin
        if(rst)
        begin
            data_out<=8'h7e;  
            sop_out<=0;
            eop_out<=0;
        end
        else
        begin
            if(sop_des)
            begin
                data_out<=data_des;
                sop_out<=1;
                eop_out<=0;
            end
            else if(counter<=7)
            begin
                data_out<=data_des;
                sop_out<=0;
                eop_out<=0;
            end
            else
            begin
                data_out<=00;   
                sop_out<=0;
                eop_out<=0;
            end
        end
    end
    always@(posedge clk)
    begin
    if(rst)
    counter<=0;
    else if(sop_des == 1)
    counter<=1;
    else if(counter > 0 && counter <= 7)
    counter<=counter+1;
    else
    counter<=counter+1;
    end
    always @ (eop_des)
    begin
    if(data_out==0)
    error<=1'b0;
    else
    error<=1'b1;
    end
    endmodule
==> run.sh <==
#!/bin/bash
# OpenROAD 26Q1-2900-gdf79404cd8, Yosys 0.63+post, stock flow scripts
make -C /OpenROAD-flow-scripts/flow DESIGN_CONFIG=/design/flow/config.mk WORK_HOME=/design/flow/orfs finish
==> config.mk <==
export PLATFORM = sky130hd
export DESIGN_NAME = crc
export DESIGN_NICKNAME = crc
export VERILOG_FILES = /design/flow/design.v
export SDC_FILE = /design/flow/constraint.sdc
export NUM_CORES = 4
export LEC_CHECK = 1
export CORE_AREA = 10 10 75 75
export DIE_AREA = 0 0 85 85
export SYNTH_HDL_FRONTEND = slang
==> constraint.sdc <==
current_design crc

set clk_period 1.2
set clk_io_pct 0.2

create_clock -name clk0 -period $clk_period [get_ports {clk}]

set non_clock_inputs [all_inputs -no_clocks]
set_input_delay [expr $clk_period * $clk_io_pct] -clock clk0 $non_clock_inputs
set_output_delay [expr $clk_period * $clk_io_pct] -clock clk0 [all_outputs]
==> flow_summary.ini <==
; implementation run metrics
[run_status]
status = complete, but fails checks
failed_checks = negative setup slack

[timing]
final_hold_viol_count = 0
rsz0062_at_grt = true
maxSlewViolCount = 0
fmax_mhz = 812
hold_ws_ns = 0.488
worst_slack_ns = -0.0309
tns_ns = -0.0309
setup_viol = 1
finalClockPeriodUsage = 1.03
clock_skew_ns = 0.00558
post-route-min-period_ns = 1.23

[floorplanning]
ios = 23
die_h_microns = 85
core_sq_um = 4060
die-area_sq_um = 7230
initCoreUtil = 0.110
die_w_microns = 85
rows = 23

[clock_network]
clock.latency.late_pin_ns = 0.24
cts_buffer_depth = 2
hold_buffers = 0
cts_tree = built
cts_buffers = 3
cts_sinks = 13
htree_levels = 1
root_buffer = clkbuf_8
clk_pin_slew_ns = 0.05

[worst_setup_path]
cp.required_ns = 0.96
arrival_ns = 0.99
path_buffers = 1
path_class = register to output pin
max_stage_delay_ns = 0.31
crit_path_start_kind = register
slowest_stage = dfxtp_2
cp-end-kind = output pin
crit_chain = nor4_2 -> nand2_1 -> buf_2
crit_family = simple AND/OR/NAND/NOR gates
path_max_fanout = 2

[finish]
lay_top_count = clkdlybuf4s50_1
fin_cells = 113
area_growth_pct = 68.7
utilization = 0.186
mostFrequentLayoutCells = clkdlybuf4s50_1 (10), dlygate4sd2_1 (9), dfxtp_2 (8), a21o_1 (6), dfxtp_1 (5)
drive_gt1_frac = 0.286
design_area_sq_um = 756

[run]
maxCapViolCount = 0
warnings = 28

[logic_synthesis]
synthesis.area_sq_um = 448
syn_inst = 40
syn_area_per_cell_sq_um = 11.2
ys_warn_count = 0
synth_flops = 13
postSynthSeqShare = 0.581
yosysChipArea_sq_um = 448
ys_cells = 40
ys_types = 19

[placement]
dp_cells = 109
placed_cell_area_sq_um = 702
dp_slack_ns = -0.203
numPortBuffers = 20
place_congestion = 0.782

[global_routing]
grt_pass1_wl_microns = 1700
overflow = 0
grt_max_degree = 9
grt_antenna_before_repair = 0
grt.total_usage = 0.0294
grt_pass1_vias = 377

[drt]
routed_wl_microns = 1140
wl_per_cell_microns = 10.1
vias = 367
routed_via_density = 3.25
drt_iter0_markers = 7
antennaDiodeCount = 0
drc_errors = 0
antenna_left = 0
drtPass1Iterations = 4

[pwr]
leakage_nw = 0.300
total_power_mw = 0.928
irDropWorstVdd_mv = 0.371
pwr_density_cell_nw_per_um2 = 1230

[hold_path]
worstHoldPathType = register to register
[report_power, final]
part	internal, mW	switching [mW]
sequential	0.457	0.0123
clock	0.233	0.140
combinational	0.0626	0.0236
total	0.752	0.176
[state kept, by name (all words and copies together), names as in the netlist]
signal	count
data_out	8
sop_out	1
counter	4
[cells by family (layout without fill, tap and decap cells)]
group,count (synthesis),count (layout),share of synthesized area
buf+inv,4,27,0.0614
fa+ha+maj,1,1,0.0279
xor+xnor,1,1,0.0196
compound gates,7,7,0.112
other cells,1,1,0.00837
flops,13,13,0.581
simple gates,12,12,0.165
mux,1,1,0.0251
[repair_timing]
item                                    4_1_cts  5_1_grt
pin swaps                                     3        0
resized                                      22        1
buffers inserted                              0        0
endpoints found under the setup margin       10        5
[routing by layer]
layer,vias to the layer above,wire length (microns),GRT usage
li1,181,-,-
met1,164,417,0.0275
met2,22,487,0.0450
met3,0,237,0.0328
met4,0,0,0.00150
met5,-,0,0
[area by class of cell]
class	count	area [sq um]
fillers	438	3300
flip-flops and latches	13	270
repair buffers	22	199
multi-input cells	23	175
well taps	50	62.6
clock buffers	4	45.0
inverters	1	3.75
[path summary, 6_finish.rpt]
kind,start,end,slack [ns],cells past startpoint
worst max-delay path,data_out[6],error,-0.03,3
worst min-delay path,counter[0],counter[0],0.49,1
worst max register to register,counter[0],counter[2],0.33,3
worst min register to register,counter[0],counter[0],0.49,1
[cell usage after synthesis, drive strengths merged]
| cell type | number | area, sq um |
|---|---|---|
| a21o | 6 | 45.0 |
| nand2b | 1 | 6.26 |
| dfxtp | 13 | 260 |
| nor3 | 2 | 10.0 |
| nor4 | 2 | 12.5 |
| xnor2 | 1 | 8.76 |
| mux2 | 1 | 11.3 |
| a21oi | 1 | 5.00 |
| nand3 | 1 | 5.00 |
| ha | 1 | 12.5 |
| conb | 1 | 3.75 |
| nor2 | 1 | 3.75 |
| inv | 1 | 3.75 |
| buf | 3 | 23.8 |
| nand2 | 1 | 3.75 |
| and3b | 2 | 17.5 |
| nor3b | 2 | 15.0 |
[worst register-to-register path: stages (launching register included)]
cell,delay (ns)
dfxtp_1,0.33
ha_1,0.21
xnor2_1,0.16
nor3_1,0.06
